`flow/design.v`:
```
module clock(CLOCK_50, KEY, HEX0, HEX1, HEX2, HEX3, HEX4, HEX5);
parameter       DIV_CONST = 50_000_000;
input           CLOCK_50;
input   [1:0]   KEY;
output  [6:0]   HEX0, HEX1, HEX2, HEX3, HEX4, HEX5;
wire    [3:0]   sec0, sec1, min0, min1, hour0, hour1;  
wire            sec0_to_sec1, sec1_to_min0, min0_to_min1, min1_to_hour0, hour0_to_hour1;
wire            tick_1hz;
wire sys_clk    = CLOCK_50;
wire sys_rst_n  = KEY[1];
wire clr_hrs    = (8'h24 == {hour1, hour0}); 
counter #(.MAX_VAL(DIV_CONST-1), .WIDTH(26) ) freq_div(.i_clk (sys_clk), 
                                                        .i_rst_n (sys_rst_n), 
                                                        .i_srst (1'b0),
                                                        .i_cnt_en (1'b1), 
                                                        .o_data (),
                                                        .o_tick (tick_1hz)
                                                       );
counter #(.MAX_VAL(9), .WIDTH(4) ) sec_0(.i_clk (sys_clk), 
                                          .i_rst_n (sys_rst_n), 
                                          .i_srst (1'b0),
                                          .i_cnt_en (tick_1hz), 
                                          .o_data (sec0),
                                          .o_tick (sec0_to_sec1)
                                        );
counter #(.MAX_VAL(5), .WIDTH(4) ) sec_1(.i_clk (sys_clk), 
                                          .i_rst_n (sys_rst_n), 
                                          .i_srst (1'b0),
                                          .i_cnt_en (sec0_to_sec1),
                                          .o_data(sec1), 
                                          .o_tick (sec1_to_min0)
                                        );
counter #(.MAX_VAL(9), .WIDTH(4) ) min_0(.i_clk (sys_clk), 
                                          .i_rst_n (sys_rst_n), 
                                          .i_srst (1'b0),
                                          .i_cnt_en (sec1_to_min0), 
                                          .o_data(min0),
                                          .o_tick (min0_to_min1)
                                        );
counter #(.MAX_VAL(5), .WIDTH(4) ) min_1(.i_clk (sys_clk), 
                                          .i_rst_n (sys_rst_n), 
                                          .i_srst (1'b0),
                                          .i_cnt_en (min0_to_min1), 
                                          .o_data(min1),
                                          .o_tick (min1_to_hour0)
                                        );
counter #(.MAX_VAL(9), .WIDTH(4) ) hour_0(.i_clk (sys_clk), 
                                          .i_rst_n (sys_rst_n), 
                                          .i_srst (clr_hrs),
                                          .i_cnt_en (min1_to_hour0), 
                                          .o_data(hour0),
                                          .o_tick (hour0_to_hour1)
                                        );
counter #(.MAX_VAL(5), .WIDTH(4) ) hour_1(.i_clk (sys_clk), 
                                          .i_rst_n (sys_rst_n), 
                                          .i_srst (clr_hrs),
                                          .i_cnt_en (hour0_to_hour1), 
                                          .o_data(hour1),
                                          .o_tick ()
                                        );
dec_7seg    dec_sec_0(.i_dat (sec0), 
                      .o_seg (HEX0)
                      );
dec_7seg    dec_sec_1(.i_dat (sec1), 
                      .o_seg (HEX1)
                      );
dec_7seg    dec_min_0(.i_dat (min0), 
                      .o_seg (HEX2)
                      );
dec_7seg    dec_min_1(.i_dat (min1), 
                      .o_seg (HEX3)
                      );
dec_7seg    dec_hour_0(.i_dat (hour0), 
                      .o_seg (HEX4)
                      );
dec_7seg    dec_hour_1(.i_dat (hour1), 
                      .o_seg (HEX5)
                      );
endmodule
module counter(i_clk, i_rst_n, i_srst, i_cnt_en, o_tick, o_data);
parameter MAX_VAL = 7;
parameter WIDTH   = 4;
input               i_clk;
input               i_rst_n;
input               i_srst;
input               i_cnt_en;
output  [WIDTH-1:0] o_data;
output  reg         o_tick;
reg     [WIDTH-1:0] cnt;
wire    cnt_overflow = ((MAX_VAL == cnt) & i_cnt_en);
assign  o_data = cnt;
always @(posedge i_clk, negedge i_rst_n) begin
    if(~i_rst_n) begin
        o_tick <= 1'b0;
    end else begin
        if (cnt_overflow)
            o_tick <= 1'b1;
        else
            o_tick <= 1'b0;
    end
end
always @(posedge i_clk, negedge i_rst_n) begin
    if(~i_rst_n) begin
        cnt <= 0;
    end else begin
        if (cnt_overflow | i_srst)
            cnt <= 0;
        else if (i_cnt_en)
            cnt <= cnt + 1'b1;
    end
end
endmodule
module dec_7seg(i_dat, o_seg);
input       [3:0]   i_dat;
output  reg [6:0]   o_seg;
always @* begin
    case (i_dat)
        4'h0: o_seg = 7'b1000000;
        4'h1: o_seg = 7'b1111001;
        4'h2: o_seg = 7'b0100100;
        4'h3: o_seg = 7'b0110000;
        4'h4: o_seg = 7'b0011001;
        4'h5: o_seg = 7'b0010010;
        4'h6: o_seg = 7'b0000010;
        4'h7: o_seg = 7'b1111000;
        4'h8: o_seg = 7'b0000000;
        4'h9: o_seg = 7'b0011000;
        4'hA: o_seg = 7'b0001000;
        4'hB: o_seg = 7'b0000011;
        4'hC: o_seg = 7'b1000110;
        4'hD: o_seg = 7'b0100001;
        4'hE: o_seg = 7'b0000110;
        4'hF: o_seg = 7'b0001110;
    endcase
end
endmodule
```
`flow/run.sh`:
```
#!/bin/bash
# OpenROAD 26Q1-2900-gdf79404cd8, Yosys 0.63+post, stock flow scripts
make -C /OpenROAD-flow-scripts/flow DESIGN_CONFIG=/design/flow/config.mk WORK_HOME=/design/flow/orfs finish
```
`flow/config.mk`:
```
export PLATFORM = sky130hd
export DESIGN_NAME = clock
export DESIGN_NICKNAME = clock
export VERILOG_FILES = /design/flow/design.v
export SDC_FILE = /design/flow/constraint.sdc
export NUM_CORES = 4
export LEC_CHECK = 1
export CORE_UTILIZATION = 50
```
`flow/constraint.sdc`:
```
current_design clock

set clk_period 4.3
set clk_io_pct 0.2

create_clock -name clk0 -period $clk_period [get_ports {CLOCK_50}]

set non_clock_inputs [all_inputs -no_clocks]
set_input_delay [expr $clk_period * $clk_io_pct] -clock clk0 $non_clock_inputs
set_output_delay [expr $clk_period * $clk_io_pct] -clock clk0 [all_outputs]
```
==> summary.txt <==
Implementation status.

- The highest clock frequency the design can meet is 0.314 GHz.
- The total length of routed wires is 7290 um.
- The slack of the worst reg-to-reg path is ~2300 ps.
- Synthesis instantiated a little under 50 different standard cells from the library.
- The clock net in this run drives a total of 56 sinks.
- From left edge to right edge, the die measures 90.9 um.
- The total of warnings raised by yosys is 4.
- The cell at the root of the clock tree is clkbuf_8.
- The floorplan has 32 rows.
- The critical path endpoint category is a primary output.
- The count of instantiated cells in the yosys netlist is 465.
- The slew at the pin closest to its max-slew limit is 761 ps.
- The final critical path time including I/O delays and setup is 3180 ps.
- The maximum resistive drop on vdd is 120 uV.
- Entering global routing, the biggest net connects 57 pins.
- The data required time of the worst path is ~3400 ps.
- The clock skew is 7.33 ps.
- Per the slew report, the remaining headroom to the max-slew limit stands at 0.491.
- The number of fillers in the final layout is 679.
- The number of clock buffers added by TritonCTS is 5.
- On the critical path the data arrives at 2320 ps.
- The detailed-routing iteration count for the pre-antenna-repair pass is 4.
- The remaining antenna violation count is 0.
- The script extracted a total leakage power of ~0.0019 uW.
- The max-cap violation count is 0.
- In this run the number of H-tree levels came out at 2.
- The run finished with clean final reports.
- The initial antenna violation count was 0.
- The kind of start point of the critical path is a flip-flop.
- The critical path's slowest stage uses the library cell clkdlybuf4s50_1.
- The boundary pin count is 45.
- The via count of the first global-routing pass was 2867.
- In the final report, the number of pins over their slew limit comes to 0.
- Endpoints with negative setup slack in the final report add up to 0.
- The wire length per cell after detailed routing is 12.2 um.
- Post-route period utilization is reported as 0.740.
- Per the gpl log, the routability congestion estimate is between 0.8 and 0.9.
- The mean post-synth cell area is 8.51 um^2.
- The worst register-to-register path ends at freq_div.cnt[20].
- Port buffering added 43 buffers.
- The timing endpoint of the critical path is HEX2[0].
- Per the GRT congestion report, total overflow comes to 0.
- The min-delay analysis places its worst path in the category flip-flop to flip-flop.
- The pre-placement core utilization is 0.514.
- Setup repair after global routing left no endpoint under its margin.
- The number of hold-repair buffers added at the cts stage is 0.
- The setup total negative slack is 0 ps.
- The post-synthesis cell count is 465.
- The post-layout instance count excluding filler cells is roughly 600.
- No sink is reached through more buffers than the 2 on the longest clock path.
- The overall die height is 90.9 um.
- The report lists the cells along the critical path as inv_1, ha_1, nor2_1, or3b_2, o21ai_0, clkdlybuf4s50_1.
- The setup fix buffers added after clock tree synthesis is 0.
- The CTS tree is yes.
- The number of warnings in the stage logs is 52.
- The power density relative to cell area is around 180 nW/um^2.
- The number of antenna cells inserted is 0.
- The full die area is 8270 um^2.
- The post-CTS clock slew at the launch and capture registers of the worst setup and hold paths is 90 ps.
- The multi-input combinational cells in the finished layout cover a total of 2380 um^2.
- The sequential cell area is between 1000 and 1500 um^2.
- In this run, post-CTS repair resized a total of 0 instances.
- The skew report gives the latency at the later pin of the worst-skew pair as 310 ps.
- The largest incremental delay on the critical path is about 500 ps.
- The startpoint of the worst-slack reg-to-reg timing path is freq_div.cnt[0].
- The category of the critical setup timing path is flip-flop to primary output.
- The number of remaining DRC errors is 0.
- The worst register-to-register path depth is 6.
- The number of vias per cell is about 5.4.
- The Yosys chip area is approximately 4000 um^2.
- The post-placement cell count is 589.
- The post-synthesis instance area is 3960 um^2.
- The global-route total usage across every layer is 0.189.
- The area of the core region is 7690 um^2.
- The detailed-placement wirelength estimate is ~5100 um.
- The fraction of layout cells with a size suffix above 1 is 0.0586.
- Of the synthesized area, sequential elements account for 0.354.
- The total count of hold-check failures in the final report is 0.
- The first global-routing pass estimated 13000 um of wire.
- The post-synth count of flops with an enable pin is 0.
- The area overhead of the layout relative to synthesis is 14.1%.
- Detailed-route iteration 0 reported a violation count of 117.
- After synthesis, the share of flip-flops with an asynchronous set or reset is 1.00.
- After synthesis the netlist holds a flip-flop and latch count of 56.
- The first element of the critical path is min_0.cnt[1].
- Per the detail_route report, the via count comes to about 3.2k.
- Max fanout on the critical path was recorded as 7.
- The commonest register cell after synthesis is dfrtp_1.
==> worst min-delay path by stage <==
stage / start / endpoint / slack (ps) / cells past startpoint
after CTS: freq_div.cnt[18] / freq_div.cnt[18] / 490 / 1
after global routing: freq_div.cnt[18] / freq_div.cnt[18] / 530 / 1
final: freq_div.cnt[0] / freq_div.cnt[0] / 490 / 1
==> worst max-delay path, delay by kind of cell, from the launching register on <==
kind / cells / cell delay (ps)
AND-OR/OR-AND: 1 / 90
adder cells (fa/ha/maj): 1 / 300
buffers and inverters: 2 / 630
AND/OR/NAND/NOR: 2 / 560
flip-flops: 1 / 440
==> layer usage <==
layer | up-vias | global-route usage | routed length [um]
met1 | 1482 | 0.309 | 3860
met4 | 0 | 0.0132 | 61
li1 | 1660 | - | -
met3 | 6 | 0.0213 | 207
met5 | - | 0 | 0
met2 | 52 | 0.297 | 3170
==> where the power goes <==
group	switching, uW	internal, uW
logic	9.62	0.907
clock network	162	131
registers	0	526
total	171	658
==> cell usage in the layout (no fill, tap or decap), drive strengths merged, types with 3 or more instances in the layout <==
| cell type | count |
|---|---|
| inv | 20 |
| nand2b | 3 |
| nand2 | 59 |
| nor2b | 11 |
| nor2 | 57 |
| a21oi | 14 |
| dfrtp | 56 |
| mux2 | 4 |
| and2 | 3 |
| nand3 | 16 |
| xnor2 | 17 |
| or3b | 6 |
| o31ai | 5 |
| clkdlybuf4s50 | 42 |
| o21ai | 53 |
| o211ai | 5 |
| mux2i | 14 |
| ha | 32 |
| a22o | 6 |
| xor2 | 12 |
| nor4 | 4 |
| nor3 | 9 |
| a32o | 3 |
| nand4 | 9 |
| and3 | 8 |
| clkbuf | 7 |
==> cells by family after synthesis <==
logic type,synth area share
mux,0.0468
compound gates,0.137
simple gates,0.252
fa+ha+maj,0.101
xor+xnor,0.0642
buf+inv,0.0437
flops,0.354
==> cell usage after synthesis (all sizes together) (2+ instances only) <==
master,n,area share
dfrtp,56,0.35
nor3b,2,0.0038
xnor2,17,0.038
inv,20,0.019
nand3,16,0.023
nor2,57,0.054
xor2,12,0.027
o31ai,5,0.0095
mux2i,14,0.035
a32o,3,0.0076
and4,2,0.0051
or3b,6,0.013
ha,32,0.10
nor4,4,0.0079
nand2,59,0.058
nor2b,11,0.017
o221ai,2,0.0044
o21ai,53,0.068
or4,2,0.0047
o211ai,5,0.0095
nor3,9,0.014
and3,8,0.013
clkbuf,17,0.016
buf,5,0.0085
a21oi,14,0.018
mux2,4,0.011
o22ai,2,0.0032
nand3b,2,0.0047
and2,3,0.0047
a22o,6,0.013
nand2b,3,0.0047
nand4,9,0.018
==> cell type report <==
type	instances	share of cell area
clock inverters	1	0.00166
multi-input cells	367	0.528
repair buffers	44	0.0960
clock buffers	7	0.0191
well taps	102	0.0283
flip-flops and latches	56	0.311
inverters	20	0.0166
==> sequential cells by signal, summed over array words and instances, names as in the netlist <==
signal,count
hour_0.cnt,4
min_0.o_tick,1
freq_div.o_tick,1
sec_0.o_tick,1
hour_0.o_tick,1
min_1.cnt,4
min_1.o_tick,1
sec_1.cnt,4
min_0.cnt,4
freq_div.cnt,26
hour_1.cnt,4
sec_0.cnt,4
sec_1.o_tick,1
==> per-stage QoR <==
stage               cell area, um^2  power [uW]   util  setup slack, ps  hold slack [ps]
global route                   4510         867  0.587              975              525
global placement               4420         548  0.575             1470              465
CTS                            4510         847  0.587             1120              494
detailed placement             4420         548  0.575             1470              472
floorplan                      3960         537      -             2150              449
finish                         4510         829  0.587             1120              488
Power and IR drop assume default switching activity.
