==> design/flow/design.v <==
module dec_7seg(i_dat, o_seg);
input       [3:0]   i_dat;
output  reg [6:0]   o_seg;
always @* begin
    case (i_dat)
        4'h0: o_seg = 7'b1000000;
        4'h1: o_seg = 7'b1111001;
        4'h2: o_seg = 7'b0100100;
        4'h3: o_seg = 7'b0110000;
        4'h4: o_seg = 7'b0011001;
        4'h5: o_seg = 7'b0010010;
        4'h6: o_seg = 7'b0000010;
        4'h7: o_seg = 7'b1111000;
        4'h8: o_seg = 7'b0000000;
        4'h9: o_seg = 7'b0011000;
        4'hA: o_seg = 7'b0001000;
        4'hB: o_seg = 7'b0000011;
        4'hC: o_seg = 7'b1000110;
        4'hD: o_seg = 7'b0100001;
        4'hE: o_seg = 7'b0000110;
        4'hF: o_seg = 7'b0001110;
    endcase
end
endmodule
module clock_my(CLOCK_50, KEY, HEX0, HEX1, HEX2, HEX3, HEX4, HEX5);
parameter       DIV_CONST = 50_000_000;
parameter	Start_clock = 24'b00000010_00110000_00000000;
input           CLOCK_50;
input   [1:0]   KEY;
output  [6:0]   HEX0, HEX1, HEX2, HEX3, HEX4, HEX5;
wire	[3:0]   sec0, sec1, min0, min1, hour0, hour1;  
wire            sec0_to_sec1, sec1_to_min0, min0_to_min1, min1_to_hour0, hour0_to_hour1;
wire            tick_1hz;
wire sys_clk    = CLOCK_50;
wire sys_rst_n  = KEY[1];
wire clr_hrs    = (8'h24 == {hour1, hour0}); 
counter_my #(.MAX_VAL(DIV_CONST-1), .WIDTH(26) ) freq_div(.i_clk (sys_clk), 
                                                        .i_rst_n (sys_rst_n), 
						.i_initial_v (26'b0),
                                                        .i_srst (1'b0),
                                                        .i_cnt_en (1'b1), 
                                                        .o_data (),
                                                        .o_tick (tick_1hz)
                                                       );
counter_my #(.MAX_VAL(9), .WIDTH(4) ) sec_0(.i_clk (sys_clk), 
                                          .i_rst_n (sys_rst_n), 
					  .i_initial_v (Start_clock[3:0]),
                                          .i_srst (1'b0),
                                          .i_cnt_en (tick_1hz), 
                                          .o_data (sec0),
                                          .o_tick (sec0_to_sec1)
                                        );
counter_my #(.MAX_VAL(5), .WIDTH(4) ) sec_1(.i_clk (sys_clk), 
                                          .i_rst_n (sys_rst_n), 
					  .i_initial_v (Start_clock[7:4]),
                                          .i_srst (1'b0),
                                          .i_cnt_en (sec0_to_sec1),
                                          .o_data(sec1), 
                                          .o_tick (sec1_to_min0)
                                        );
counter_my #(.MAX_VAL(9), .WIDTH(4) ) min_0(.i_clk (sys_clk), 
                                          .i_rst_n (sys_rst_n), 
					  .i_initial_v (Start_clock[11:8]),
                                          .i_srst (1'b0),
                                          .i_cnt_en (sec1_to_min0), 
                                          .o_data(min0),
                                          .o_tick (min0_to_min1)
                                        );
counter_my #(.MAX_VAL(5), .WIDTH(4) ) min_1(.i_clk (sys_clk), 
                                          .i_rst_n (sys_rst_n), 
					  .i_initial_v (Start_clock[15:12]),
                                          .i_srst (1'b0),
                                          .i_cnt_en (min0_to_min1), 
                                          .o_data(min1),
                                          .o_tick (min1_to_hour0)
                                        );
counter_my #(.MAX_VAL(9), .WIDTH(4) ) hour_0(.i_clk (sys_clk), 
                                          .i_rst_n (sys_rst_n), 
					  .i_initial_v (Start_clock[19:16]),
                                          .i_srst (clr_hrs),
                                          .i_cnt_en (min1_to_hour0), 
                                          .o_data(hour0),
                                          .o_tick (hour0_to_hour1)
                                        );
counter_my #(.MAX_VAL(5), .WIDTH(4) ) hour_1(.i_clk (sys_clk), 
                                          .i_rst_n (sys_rst_n), 
					  .i_initial_v (Start_clock[23:20]),
                                          .i_srst (clr_hrs),
                                          .i_cnt_en (hour0_to_hour1), 
                                          .o_data(hour1),
                                          .o_tick ()
                                        );
dec_7seg    dec_sec_0(.i_dat (sec0), 
                      .o_seg (HEX0)
                      );
dec_7seg    dec_sec_1(.i_dat (sec1), 
                      .o_seg (HEX1)
                      );
dec_7seg    dec_min_0(.i_dat (min0), 
                      .o_seg (HEX2)
                      );
dec_7seg    dec_min_1(.i_dat (min1), 
                      .o_seg (HEX3)
                      );
dec_7seg    dec_hour_0(.i_dat (hour0), 
                      .o_seg (HEX4)
                      );
dec_7seg    dec_hour_1(.i_dat (hour1), 
                      .o_seg (HEX5)
                      );
endmodule
module counter_my(i_clk, i_rst_n, i_initial_v, i_srst, i_cnt_en, o_tick, o_data);
parameter MAX_VAL = 7;
parameter WIDTH   = 4;
input               i_clk;
input               i_rst_n;
input	  [WIDTH-1:0] i_initial_v;  
input               i_srst;
input               i_cnt_en;
output  [WIDTH-1:0] o_data;
output  reg         o_tick;
reg     [WIDTH-1:0] cnt;
wire    cnt_overflow = ((MAX_VAL == cnt) & i_cnt_en);
assign  o_data = cnt;
always @(posedge i_clk, negedge i_rst_n) begin
    if(~i_rst_n) begin
        o_tick <= 1'b0;
    end else begin
        if (cnt_overflow)
            o_tick <= 1'b1;
        else
            o_tick <= 1'b0;
    end
end
always @(posedge i_clk, negedge i_rst_n) begin
    if(~i_rst_n) begin
        cnt <= i_initial_v;
    end else begin
        if (cnt_overflow | i_srst)
            cnt <= 0;
        else if (i_cnt_en)
            cnt <= cnt + 1'b1;
    end
end
endmodule
==> design/flow/run.sh <==
#!/bin/bash
# OpenROAD 26Q1-2900-gdf79404cd8, Yosys 0.63+post, stock flow scripts
make -C /OpenROAD-flow-scripts/flow DESIGN_CONFIG=/design/flow/config.mk WORK_HOME=/design/flow/orfs finish
==> design/flow/config.mk <==
export PLATFORM = sky130hd
export DESIGN_NAME = clock_my
export DESIGN_NICKNAME = clock_my
export VERILOG_FILES = /design/flow/design.v
export SDC_FILE = /design/flow/constraint.sdc
export NUM_CORES = 4
export LEC_CHECK = 1
export CORE_UTILIZATION = 50
==> design/flow/constraint.sdc <==
current_design clock_my

set clk_period 5.6
set clk_io_pct 0.2

create_clock -name clk0 -period $clk_period [get_ports {CLOCK_50}]

set non_clock_inputs [all_inputs -no_clocks]
set_input_delay [expr $clk_period * $clk_io_pct] -clock clk0 $non_clock_inputs
set_output_delay [expr $clk_period * $clk_io_pct] -clock clk0 [all_outputs]
==> CHANGELOG.md <==
## Flow update

* Setup violators final at 0
* PortBufs at 43
* Period utilization at 0.6059
* First-pass GRT wire length at 13130 µm
* Routability cong. at 0.8413
* CP Class: register to output pin
* Min Hold Slack at 0.4855 ns
* CTS tree: yes
* Flops after synth at 56
* Tool warning count at 52
* Logic pwr share at 0.013
* CP peak stage delay at 0.49 ns
* Post-synth area hogs: dfrtp_1 (34%), ha_1 (10%), o21ai_0 (6.6%)
* Slew @ Worst Pin at 0.7377 ns
* Max Clock Skew at 0.007775 ns
* Detailed placer's ending HPWL at 5114 µm
* Worst path required time at 4.48 ns
* WL/cell at 12.12 µm
* Fin. Hold Viols at 0
* CP arrival at 2.27 ns
* Row cnt at 32
* Core area at 7687 µm²
* Post-layout min period at 3.393 ns
* Die X at 90.97 µm
* DRC at 0
* Worst-Skew Late Latency at 0.30 ns
* Grt total ovfl at 0
* Reg clk slew, reported paths at 0.10 ns
* Crit Path Max Fanout at 5
* Slew Limit Fails at 0
* IO Pins at 45
* Chip Height at 90.97 µm
* Register area at 1405 µm²
* Hold Path Class: register to register
* Ys async rst share at 1.000
* Chip area at 8275 µm²
* Non-Filler Instances at 597
* Post-synth seq share at 0.3550
* Setup crit end kind: output pin
* Number of setup buffers added after CTS at 0
* Maximum VDD drop at 0.1177 mV
* Layout cell share with drive strength beyond 1 at 0.06465
* Maximum number of pins on one net before global-route repair at 57
* Mapped cell area at 3958 µm²
* Syn_area_per_cell at 8.511 µm²
* EDFF count, synth at 0
* Iter 0 DRT Violations at 139
* Placed Instance Area at 4420 µm²
* # diodes at 0
* Layout fillers at 704
* Fp_density at 0.5148
* Total number of vias at 3150
* Detailed Route WL at 7234 µm
* Relative slew slack at 0.5066
* Yosys chip area at 3958 µm²
* Lkg Pwr at 0.001871 µW
* Remaining antenna violation count after routing at 0
* CTS max path bufs at 2
* Initial antenna violation count at 0
* Logic area at 2380 µm²
* Pre-antenna DRT Iters at 26
* Post-Place Cells at 589
* RSZ-0062 raised after global routing: false
* Outcome: completed
* Clk sinks at 56
* Int Pwr at 505.2 µW
* Post-Synthesis Cells at 465
* Max-cap violations at 0
* Post-CTS Hold Fix Bufs at 0
* Root Buffer: clkbuf_8
* P&R area growth vs syn at 14.16%
* Unique cell type count in the Yosys netlist at 51
* Worst Setup Start Kind: register
* Vias/cell at 5.276
* Critical path, cell by cell: inv_1 -> ha_1 -> nor2_1 -> or3b_2 -> o31ai_1 -> clkdlybuf4s50_1
* PostCTS Resize Cnt at 0
* Seq pwr share at 0.629
* Number of global-route vias before repair at 2894
* Top-area cell share at 0.3351
* PD cells at 142.1 nW/µm²
* H-tree depth at 2
* Highest Clock Rate at 294.7 MHz
* Clk pwr share at 0.358
* Final Util at 0.5877
* Sw Share at 0.2132
* Main flop type: dfrtp_1
* TritonCTS Buffers at 5
* Net Sw Power at 136.9 µW
* # Cells Yosys at 465
* Synth warnings at 7
* GRT Overall Usage at 0.1935
* Crit-path slowest cell: clkdlybuf4s50_1
* Setup tns final at 0 ns
* Post-route cell area at 4518 µm²
* Synth area leader: dfrtp_1
==> routing by layer <==
layer  GRT usage  vias up  part of all wire
met5           0        -                 0
met3     0.02211        2             0.024
met4     0.01323        0            0.0039
met1      0.3212     1444              0.53
met2      0.2980       40              0.44
li1            -     1664                 -
==> Yosys cell counts, types with 2 or more instances <==
cell and instances:
nand4_1 8, buf_4 2, and3_1 7, nor2b_1 11
buf_1 2, a32o_1 3, mux2i_1 14, nand2b_1 3
o31ai_1 5, dfstp_2 3, nor2_1 57, nor3_1 8
nand3_1 15, a22o_1 6, nand2_1 58, nor4_1 3
or3b_2 5, mux2_2 4, o221ai_1 2, o211ai_1 5
and2_1 2, ha_1 32, inv_1 20, o21ai_0 52
nand3_2 2, a21oi_1 14, clkbuf_1 17, nor3b_1 2
dfrtp_1 53, o22ai_1 2, xnor2_1 18, xor2_1 11
==> power groups by stage <==
stage	registers, µW	logic, µW	clock network [µW]
after global routing	404	10.4	257
after CTS	404	8.98	242
final	404	8.15	230
==> metrics by stage <==
| stage | setup slack [ns] | total power, µW |
|---|---|---|
| after floorplan | 3.082 | 412.2 |
| after global placement | 2.532 | 420.8 |
| after detailed placement | 2.549 | 421.0 |
| after CTS | 2.184 | 655.0 |
| after global routing | 2.072 | 672.1 |
| final | 2.207 | 642.1 |
==> layout by cell type (no fill, tap or decap), types with 4 or more instances in the layout <==
master           Yosys  routed
ha_1                32      32
xor2_1              11      11
mux2_2               4       4
nor2_1              57      57
nor3_1               8       8
nand4_1              8       8
mux2i_1             14      14
or3b_2               5       5
clkdlybuf4s50_1      0      42
xnor2_1             18      18
inv_1               20      20
and3_1               7       7
clkbuf_8             0       6
o211ai_1             5       5
nor2b_1             11      11
nand2_1             58      58
dfrtp_1             53      53
o21ai_0             52      52
nand3_1             15      15
a21oi_1             14      14
a22o_1               6       6
o31ai_1              5       5
==> cell type report <==
class                   instances  share of cell area
well taps                     102             0.02825
clock inverters                 2            0.003323
clock buffers                   6             0.01828
inverters                      20             0.01662
multi-input cells             367              0.5267
flip-flops and latches         56              0.3110
repair buffers                 44             0.09582
==> cells by family after synthesis <==
kind of cell / Yosys count / share of synthesized area
simple gates: 196 / 0.2520
compound gates: 92 / 0.1372
fa+ha+maj: 32 / 0.1012
buf+inv: 42 / 0.04363
flops: 56 / 0.3550
xor+xnor: 29 / 0.06418
mux: 18 / 0.04679
==> worst max-delay path, delay by kind of cell (launching register included) <==
family	cells	cell delay (ns)
flip-flops	1	0.44
adder cells (fa/ha/maj)	1	0.27
buffers and inverters	2	0.65
AND-OR/OR-AND	1	0.07
AND/OR/NAND/NOR	2	0.54
==> worst paths after layout <==
path,startpoint,end,slack (ns),cells past startpoint
min in group asynchronous,KEY[1],freq_div.cnt[21],0.94,2
setup reg to reg,freq_div.cnt[13],freq_div.cnt[20],3.61,5
setup / recovery,sec_1.cnt[1],HEX1[0],2.21,6
hold / removal,freq_div.cnt[18],freq_div.cnt[18],0.49,1
max in group asynchronous,KEY[1],freq_div.cnt[22],4.21,2
hold reg to reg,freq_div.cnt[18],freq_div.cnt[18],0.49,1
==> flip-flops by register name, indices dropped and copies added (netlist names) <==
signal and cells:
freq_div.cnt 26, hour_0.cnt 4, hour_1.cnt 4, min_0.cnt 4, min_1.cnt 4, sec_0.cnt 4
sec_1.cnt 4, freq_div.o_tick 1, hour_0.o_tick 1, min_0.o_tick 1, min_1.o_tick 1, sec_0.o_tick 1
sec_1.o_tick 1
Power figures rest on the tool's default switching activity, not on a simulated workload.
